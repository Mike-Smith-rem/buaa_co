===== design.v =====
`timescale 1ns / 1ps
`timescale 1ns / 1ps
module C_IF_ID(
    input [5:0]op,
    input [5:0]fun,
    output regdst, 
    output ALUsrc, 
    output memtoreg, 
    output regw,
    output memw,
	 output memr,
    output Branch,
	 output jjal,
	 output jjr,
	 output j26,
    output signop,
    output zeroop,
    output [2:0] ALU,
	 output [2:0] T_use_rs,
	 output [2:0] T_use_rt
    );
	 assign regdst = (op == 6'b000000 && fun == 6'b100001)?1:
						  (op == 6'b000000 && fun == 6'b100011)?1:0;
	 assign ALUsrc = (op == 6'b001111 || op == 6'b100011 || op == 6'b001101 || op == 6'b101011)?1:0;
	 assign memtoreg = (op == 6'b100011)?1:0;
	 assign regw = (op == 6'b000000 && fun == 6'b100001)?1:
						(op == 6'b000000 && fun == 6'b100011)?1:
						(op == 6'b001111)?1:
						(op == 6'b100011)? 1:
						(op == 6'b001101)?1:
						(op == 6'b000011)?1:0;
	 assign memw = (op == 6'b101011)? 1:0;
	 assign memr = (op == 6'b100011)? 1:0;
	 assign Branch = (op == 6'b000100)?1:0;
	 assign j26 = (op == 6'b000010)?  1:
					  (op == 6'b000011)?1:0;
	 assign jjal = (op == 6'b000011)?1:0;
	 assign jjr =  (op == 6'b000000 && fun == 6'b001000)?1:0;
	 assign signop = (op == 6'b100011)? 1:
						  (op == 6'b000100)?1:
						  (op == 6'b101011)? 1:0;
	 assign zeroop = (op == 6'b001101)?1:0;
	 assign ALU = (op == 6'b001101)? 1: 
					  (op == 6'b000000 && fun == 6'b100001)?2:
					  (op == 6'b100011)?					  2:
					  (op == 6'b101011)?					  2:   
					  (op == 6'b000000 && fun == 6'b100011)?3:   
					  (op == 6'b001111)?				  6:0; 
	 assign T_use_rs = (op == 6'b000000 && fun == 6'b100001)?     1:
							 (op == 6'b000000 && fun == 6'b100011)?	   1:
							 (op == 6'b001101)?1:
							 (op == 6'b100011)? 1:
							 (op == 6'b101011)? 1:
							 (op == 6'b000100)?0:
							 (op == 6'b001111)?3:
							 (op == 6'b000010)?  3:
							 (op == 6'b000011)?3:
							 (op == 6'b000000 && fun == 6'b001000)?       0:4;
	 assign T_use_rt = (op == 6'b000000 && fun == 6'b100001)?     1:
							 (op == 6'b000000 && fun == 6'b100011)?     1:
							 (op == 6'b001101)?3:
							 (op == 6'b100011)? 3:
							 (op == 6'b101011)? 1:
							 (op == 6'b000100)?0:
							 (op == 6'b001111)?3:
							 (op == 6'b000010)?  3:
							 (op == 6'b000011)?3:
							 (op == 6'b000000 && fun == 6'b001000)?       3:4;
endmodule

===== run.sh =====
#!/bin/bash
# OpenROAD 26Q1-2900-gdf79404cd8, Yosys 0.63+post, stock flow scripts
make -C /OpenROAD-flow-scripts/flow DESIGN_CONFIG=/design/flow/config.mk WORK_HOME=/design/flow/orfs finish

===== config.mk =====
export PLATFORM = sky130hd
export DESIGN_NAME = C_IF_ID
export DESIGN_NICKNAME = C_IF_ID
export VERILOG_FILES = /design/flow/design.v
export SDC_FILE = /design/flow/constraint.sdc
export NUM_CORES = 4
export LEC_CHECK = 1
export CORE_AREA = 10 10 70 70
export DIE_AREA = 0 0 80 80

===== constraint.sdc =====
current_design C_IF_ID

set clk_period 2.1
set clk_io_pct 0.2

create_clock -name clk0 -period $clk_period

set non_clock_inputs [all_inputs -no_clocks]
set_input_delay [expr $clk_period * $clk_io_pct] -clock clk0 $non_clock_inputs
set_output_delay [expr $clk_period * $clk_io_pct] -clock clk0 [all_outputs]

==> results.txt <==
Entry: Yosys synthesis followed by OpenROAD place and route.

Final layout:
- The run gives the register area as 0 um2.
- The run puts the share of post-route cells with drive strength above 1 at 41.0%.
- The run puts the flop count at 0.
- The run gives the number of fill cells in the layout as 380.
- In the final layout, the clock buffer count is 0.
- The run gives the layout overhead on the synthesized area as 137%.
- The run puts the final core utilization at 26.4%.

Detailed routing:
- The run puts the number of DRC markers after the initial detailed-route iteration at 28.
- The run puts the number of antenna repair diodes at 0.
- The routed layout reports a DRC error count of 0.
- The run puts the overall routed net length at 1840 um.
- The run puts the number of vias after detailed routing at 580.
- The run gives the vias per cell as 3.97.
- The run puts the number of optimization iterations in the first detailed-route pass at 4.
- The run puts the routed wire length per instance at 12.6 um.
- The run puts the tally of nets with antenna violations remaining after routing at 0.

Logic synthesis:
- Per the synthesis report, the dominant area consumer among library cells is sky130_fd_sc_hd__nor3b_1.
- The run gives the synthesized netlist cell count as 56.
- By area the synthesized netlist is led by sky130_fd_sc_hd__nor3b_1 7.9%, sky130_fd_sc_hd__and3b_1 6.9%, sky130_fd_sc_hd__nor4_4 5.6%.
- The run puts the number of standard cells reported by yosys at 56.
- The most frequently used library cell after synthesis is sky130_fd_sc_hd__nand2_1.
- The run puts the synthesis area per yosys at 380 um2.
- Yosys reports that the most numerous cell types are 5 x sky130_fd_sc_hd__nand2_1, 4 x sky130_fd_sc_hd__buf_2, 4 x sky130_fd_sc_hd__nor3b_1.
- The run puts the share of synthesized area occupied by flip-flops and latches at 0%.
- Yosys mapped the design onto 32 distinct sky130hd cell types.
- The run gives the synthesized area as 380 um2.
- The run gives the share of Yosys cell area claimed by the top area cell type as 7.89%.
- The run puts the tally of yosys warning messages at 0.
- The run gives the mean instance size in the synthesized netlist as 6.79 um2.

Final timing:
- The run gives the accumulated negative setup slack as 0 ns.
- Hold-check failures listed in the final report amount to 0.
- The run gives the final hold slack as 1.31 ns.
- Setup repair after global routing left no endpoint under its margin.
- The run puts the final critical path time including I/O delays and setup at 2.03 ns.
- The run puts the maximum clock rate at 492 MHz.
- At the pin with the least slew margin, the transition time is 0.367 ns.
- The final report lists the setup-violating endpoint count as 0.
- The run gives the final-report max-slew violation count as 0.
- The run gives the headroom to the max-slew limit as 75.3%.
- Of the available clock period, the critical path in the final layout requires 96.8%.

Hold path:
- According to the hold report, the worst path is of the input port to output pin type.

Global route:
- The run puts the number of global-route vias before repair at 596.
- The run puts the combined global-route utilization of all metal layers at 5.66%.
- The run gives the initial antenna violation count as 0.
- The run gives the total congestion overflow after global routing as 0.
- Entering global routing, the biggest net connects 11 pins.
- The run gives the global-route wire length before repair as 3020 um.

Floorplan:
- The run puts the die outline area at 6400 um2.
- The run gives the overall die height as 80 um.
- In this run the standard cell core region covers 3420 um2.
- The die is 80 um wide.
- The run puts the pre-placement core utilization at 11.1%.
- The run puts the I/O pin total at 33.
- The initialized floorplan defines 21 standard-cell rows.

Setup path:
- Per STA, the worst path accumulates the most delay in the family buffers and inverters.
- The run puts the top fanout value on the critical path at 7.
- The run gives the data arrival time at the worst-slack endpoint as 1.61 ns.
- The setup path with the least slack is of type input port to output pin.
- The run puts the buffering stage count on the worst path with inverters included at 3.
- STA classifies the critical path endpoint as an output pin.
- The signal on the critical path passes through clkdlybuf4s15_2, buf_4, nor4_4, clkdlybuf4s50_1.
- STA classifies the critical path startpoint as an input port.
- The run gives the highest cell delay on the worst timing path as 0.51 ns.
- The slowest stage of the critical path is the sky130_fd_sc_hd__clkdlybuf4s50_1 cell.
- The data required time reported for the critical path is 1.68 ns.

Power:
- The run gives the power density of the placed cells as 118 nW/um2.
- The run gives the worst-case vdd ir drop as 0.0000218 V.
- The run gives the leakage power of the design as 0.000469 uW.

Run:
- The run puts the count of maximum capacitance violations at 0.
- The run gives the stage-log warning count as 32.

Placed design:
- The run puts the placer's final routability congestion estimate at 0.849.
- The placement report lists the number of port buffers as 33.
- The run gives the HPWL reported at the end of detailed placement as 1480 um.

Run status:
- The run finished with clean final reports.
final cells by class:
type,instances,area (um2),share of cell area (%)
Multi-Input combinational cell,45,400,44.4
Timing Repair Buffer,52,432,47.9
Tap cell,46,57.6,6.39
Inverter,3,11.3,1.25
power breakdown:
part,switching [uW],total [uW],internal [uW],leakage (uW)
registers,0,0,0,0
logic,50.0,106,56.0,0.000469
clock network,0,0,0,0
total,50.0,106,56.0,0.000469
logic make-up (layout without fill, tap and decap cells):
kind of cell           Yosys count  in the layout  synth area share [%]
AND/OR/NAND/NOR                 34             34                  66.1
buffers and inverters           11             55                  14.1
AND-OR/OR-AND                   11             11                  19.7
cell usage in the layout, fill, tap and decap left out, drive strengths merged, types with 3 or more instances in the layout:
master         synthesis  routed
buf                    6      26
and3                   3       3
nand2                  5       5
nor4                   4       4
inv                    3       3
clkdlybuf4s15          0       4
dlygate4sd2            0      20
nor3b                  4       4
nand2b                 3       3
and3b                  3       3
layer usage:
layer / up-vias / global-route usage [%] / share of wire, %
li1: 300 / - / -
met1: 266 / 6.20 / 37
met2: 14 / 10.8 / 53
met3: 0 / 1.82 / 9.9
met4: 0 / 0 / 0
met5: - / 0 / 0
path summary, 6_finish.rpt:
kind	startpoint	to	slack, ns	cells after the start
setup / recovery	op[5]	ALU[2]	0.07	4
hold / removal	op[3]	zeroop	1.31	4
stage by stage:
step | power [uW] | cells | cell area (um2) | setup WS [ns]
2_1_floorplan | 39.8 | 56 | 380 | 0.332
3_3_place_gp | 106 | 144 | 853 | -0.540
3_5_place_dp | 107 | 144 | 853 | -0.576
4_1_cts | 109 | 148 | 912 | 0.0153
5_1_grt | 117 | 146 | 901 | 0.00350
6_report | 106 | 146 | 901 | 0.0675
what timing repair did:
action,4_1_cts,5_1_grt
pin swaps,17,3
buffers inserted,5,0
endpoints found under the setup margin,21,8
hold buffers,0,0
gates resized,66,7
gates cloned,0,0
Power figures rest on the tool's default switching activity, not on a simulated workload.
