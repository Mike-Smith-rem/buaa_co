### /design/flow/config.mk
export PLATFORM = sky130hd
export DESIGN_NAME = R_ID_EXT
export DESIGN_NICKNAME = R_ID_EXT
export VERILOG_FILES = /design/flow/design.v
export SDC_FILE = /design/flow/constraint.sdc
export NUM_CORES = 4
export LEC_CHECK = 1
export CORE_UTILIZATION = 30
### /design/flow/constraint.sdc
current_design R_ID_EXT

set clk_period 1.0
set clk_io_pct 0.2

create_clock -name clk0 -period $clk_period [get_ports {clk}]

set non_clock_inputs [all_inputs -no_clocks]
set_input_delay [expr $clk_period * $clk_io_pct] -clock clk0 $non_clock_inputs
set_output_delay [expr $clk_period * $clk_io_pct] -clock clk0 [all_outputs]
### /design/flow/design.v
`timescale 1ns / 1ps
module R_ID_EXT(
    input [31:0] RD1D,
    input [31:0] RD2D,
    input [4:0] rsD,
    input [4:0] rtD,
    input [4:0] rdD,
    input [31:0] externD,
	 input clk,
	 input clr,
	 input flushE,
	 input [31:0] PCD,
    output [31:0] RD1E,
    output [31:0] RD2E,
    output [4:0] rsE,
    output [4:0] rtE,
    output [4:0] rdE,
    output [31:0] externE,
	 output [31:0] PCE
    );
	 reg [31:0]RD1,RD2,extern,PC;
	 reg [4:0]rs,rt,rd;
	 initial 
	 begin
		RD1 = 0;
		RD2 = 0;
		extern = 0;
		rs = 0;
		rt = 0;
		rd = 0;
		PC = 0;
	 end
	 always@(posedge clk)
	 begin		
		if(flushE || clr)
		begin
			RD1 <= 0;
			RD2 <= 0;
			extern <= 0;
			rs <= 0;
			rt <= 0;
			rd <= 0;
			PC <= 0;
		end
		else
		begin
			RD1 <= RD1D;
			RD2 <= RD2D;
			extern <= externD;
			rs <= rsD;
			rt <= rtD;
			rd <= rdD;
			PC <= PCD;
		end
	 end
	 assign RD1E = RD1;
	 assign RD2E = RD2;
	 assign externE = extern;
	 assign rsE = rs;
	 assign rtE = rt;
	 assign rdE = rd;
	 assign PCE = PC;
endmodule
### /design/flow/run.sh
#!/bin/bash
# OpenROAD 26Q1-2900-gdf79404cd8, Yosys 0.63+post, stock flow scripts
make -C /OpenROAD-flow-scripts/flow DESIGN_CONFIG=/design/flow/config.mk WORK_HOME=/design/flow/orfs finish
==> impl_metrics.json <==
{
  "ys_cells": 318,
  "cpPeakStageDelay_ns": 0.33,
  "status": "complete, but fails checks",
  "wl_per_cell_um": 15.5,
  "cts_sinks": 143,
  "grt.total_usage": 0.166,
  "vdd.ir_drop.worst_mv": 1.06,
  "areaGrowthSynthToFinish_pct": 68.1,
  "antenna_found_initial": 0,
  "fin_area_mm2": 0.00765,
  "placed_area_mm2": 0.00771,
  "setup_violations": 115,
  "switching_share": 0.205,
  "net-switching-power_mw": 2.78,
  "failed_checks": "negative setup slack",
  "power.density_mw_per_mm2": 1770,
  "internal_power_mw": 10.8,
  "start_kind": "flop",
  "fin_crit_sh": 1.06,
  "leakagePower_nw": 3.26,
  "vias_per_cell": 4.28,
  "drc_errors": 0,
  "arrival_ns": 0.86,
  "die_w_um": 125,
  "antenna_cells": 0,
  "placement.io_buffers": 288,
  "yosysWarnings": 1,
  "crit_type": "reg -> out",
  "syn_area_mm2": 0.00455,
  "ys_types": 5,
  "die_y_um": 125,
  "power.share.sequential": 0.443,
  "ant_nets": 0,
  "finalHoldViolCount": 0,
  "layout_min_cycle_time_ns": 1.06,
  "cts-htree-levels": 4,
  "combPwrFrac": 0.101,
  "dp_hpwl_um": 9300,
  "grt_pass1_wl_um": 19600,
  "routed_wl_um": 12600,
  "p_clk_frac": 0.457,
  "cts_setup_buffers": 0,
  "numSynthFlops": 143,
  "worst_hold_path_type": "in -> reg",
  "drive_above_1_share": 0.455,
  "worstPathMaxFanout": 1,
  "timing.critical_path.buf_inv": 1,
  "synth.avg_cell_area_um2": 14.3,
  "first_iter_violations": 111,
  "numCtsBuffers": 17,
  "fmax_ghz": 0.944,
  "final_util": 0.523,
  "floorplan.core_util": 0.311,
  "slowest_stage": "dfxtp_2",
  "crit_family": "flip-flops",
  "dr.pass1.iters": 16,
  "grt_overflow": 0,
  "path_cells": "buf_6",
  "worstPathRequired_ns": 0.80,
  "yosys_area_mm2": 0.00455,
  "cp-end-kind": "output pin",
  "maxCapViolations": 0,
  "core_region_area_mm2": 0.0146,
  "worst_slew_pin_slew_ns": 0.234,
  "warnings": 27,
  "cts_tree": "done",
  "synthCells": 318,
  "grt_pass1_vias": 3573,
  "ys_seq_frac": 0.629,
  "vias": 3473,
  "drv_slew": 0,
  "max-slew-margin-rel": 0.844,
  "grt_max_degree": 28,
  "path_clk_slew_ns": 0.06,
  "clockRootBuffer": "clkbuf_16",
  "dieArea_mm2": 0.0157,
  "setup_ws_ns": -0.0598,
  "whs_ns": 0.0632,
  "ios": 289,
  "clock_path_buffers": 2,
  "routabilityCongestion": 0.767,
  "row_count": 44,
  "rsz0062_at_grt": "true"
}
-- cell families after synthesis --
family        synth area share
simple gates             0.313
buf+inv                 0.0585
flops                    0.629
-- layout by cell type, fill, tap and decap left out, drive strengths merged --
cell,count
buf,165
bufinv,2
clkbuf,23
clkdlybuf4s50,143
clkinv,6
clkinvlp,1
dfxtp,143
dlygate4sd3,1
nor3b,143
-- registers in the layout, summed over array words and instances (netlist names) --
signal,cells
PC,32
RD1,32
RD2,32
extern,32
rd,5
rs,5
rt,5
-- per-layer routing --
layer  share of wire  GRT usage
met4           0.019     0.0301
met2            0.47      0.267
met5               0          0
met1            0.39      0.210
met3            0.12     0.0768
-- metrics by stage --
step	TNS [ns]	total power, mW	setup slack [ns]	instances
global placement	-0.240	7.68	-0.0827	778
global route	-7.35	14.1	-0.114	811
finish	-1.57	13.5	-0.0598	811
floorplan	0	6.54	0.183	318
detailed placement	-0.204	7.69	-0.0894	778
CTS	-4.90	13.7	-0.0914	811
-- worst paths after layout --
kind	from	to	slack [ns]	depth (start not counted)
worst max-delay path	RD2[18]	RD2E[18]	-0.06	1
worst min-delay path	flushE	rt[0]	0.06	2
-- synth_stat cells --
master	count	area, um2
dfxtp_1	143	2860
buf_6	17	191
nor3b_2	70	876
buf_2	15	75.1
nor3b_1	73	548
-- what timing repair did --
item	4_1_cts	5_1_grt
gates cloned	0	0
gates resized	480	7
hold buffers	1	0
endpoints found under the hold margin	1	0
setup endpoints to repair	143	143
-- final cells by class --
class | instances | area, um2
clock inverter | 9 | 109
sequential | 143 | 2890
clock buffer | 23 | 478
multi-input combinational | 143 | 1420
timing repair buffer | 309 | 2520
tap | 184 | 230
fill | 1264 | 6990
-- power groups by stage --
| stage | Combinational (mW) | Clock (mW) | Sequential, mW |
|---|---|---|---|
| CTS | 1.38 | 6.36 | 5.99 |
| global route | 1.48 | 6.64 | 6.01 |
| finish | 1.36 | 6.18 | 5.99 |
Power and IR drop assume default switching activity.
