$ cat design/flow/design.v
`timescale 1ns / 1ps
module Stall(
	input [4:0]rsD,
	input [4:0]rtD,
	input [4:0]rsE,
	input [4:0]rtE,
	input [4:0]rt_rdE,
	input [4:0]rt_rdM,
	input [4:0]rt_rdW,
	input regwE,
	input regwM,
	input regwW,
	input [2:0]T_use_rs,
	input [2:0]T_use_rt,
	input [2:0]T_new_E,
	input [2:0]T_new_M,
	input [2:0]T_new_W,
	output flushD,
	output flushE,
	output stallF
    );
	assign flushD = (T_use_rs < T_new_E && rsD == rt_rdE && rsD != 0 && regwE == 1)?1:
						 (T_use_rs < T_new_M && rsD == rt_rdM && rsD != 0 && regwM == 1)?1:
						 (T_use_rs < T_new_W && rsD == rt_rdW && rsD != 0 && regwW == 1)?1:
					    (T_use_rt < T_new_E && rtD == rt_rdE && rtD != 0 && regwE == 1)?1:
						 (T_use_rt < T_new_M && rtD == rt_rdM && rtD != 0 && regwM == 1)?1:
						 (T_use_rt < T_new_W && rtD == rt_rdW && rtD != 0 && regwW == 1)?1:0;
	assign flushE = (T_use_rs < T_new_E && rsD == rt_rdE && rsD != 0 && regwE == 1)?1:
						 (T_use_rs < T_new_M && rsD == rt_rdM && rsD != 0 && regwM == 1)?1:
						 (T_use_rs < T_new_W && rsD == rt_rdW && rsD != 0 && regwW == 1)?1:
					    (T_use_rt < T_new_E && rtD == rt_rdE && rtD != 0 && regwE == 1)?1:
						 (T_use_rt < T_new_M && rtD == rt_rdM && rtD != 0 && regwM == 1)?1:
						 (T_use_rt < T_new_W && rtD == rt_rdW && rtD != 0 && regwW == 1)?1:0;
	assign stallF = (T_use_rs < T_new_E && rsD == rt_rdE && rsD != 0 && regwE == 1)?1:
						 (T_use_rs < T_new_M && rsD == rt_rdM && rsD != 0 && regwM == 1)?1:
						 (T_use_rs < T_new_W && rsD == rt_rdW && rsD != 0 && regwW == 1)?1:
					    (T_use_rt < T_new_E && rtD == rt_rdE && rtD != 0 && regwE == 1)?1:
						 (T_use_rt < T_new_M && rtD == rt_rdM && rtD != 0 && regwM == 1)?1:
						 (T_use_rt < T_new_W && rtD == rt_rdW && rtD != 0 && regwW == 1)?1:0;
endmodule
$ cat design/flow/run.sh
#!/bin/bash
# OpenROAD 26Q1-2900-gdf79404cd8, Yosys 0.63+post, stock flow scripts
make -C /OpenROAD-flow-scripts/flow DESIGN_CONFIG=/design/flow/config.mk WORK_HOME=/design/flow/orfs finish
$ cat design/flow/config.mk
export PLATFORM = sky130hd
export DESIGN_NAME = Stall
export DESIGN_NICKNAME = Stall
export VERILOG_FILES = /design/flow/design.v
export SDC_FILE = /design/flow/constraint.sdc
export NUM_CORES = 4
export LEC_CHECK = 1
export CORE_AREA = 10 10 77 77
export DIE_AREA = 0 0 87 87
$ cat design/flow/constraint.sdc
current_design Stall

set clk_period 3.2
set clk_io_pct 0.2

create_clock -name clk0 -period $clk_period

set non_clock_inputs [all_inputs -no_clocks]
set_input_delay [expr $clk_period * $clk_io_pct] -clock clk0 $non_clock_inputs
set_output_delay [expr $clk_period * $clk_io_pct] -clock clk0 [all_outputs]
==> results.yml <==
# implementation run metrics
detailed_routing:
  via_count: 777
  num_antenna_cells: 0
  via_per_inst: 4.07
  drtAntennaViolNets: 0
  drc_errors: 0
  routed_wl_um: 2720
  avgRoutedWirePerCell_um: 14.2
  dr.pass1.iters: 2
  initialDrtViolationCount: 24
grt:
  antenna_found_initial: 0
  overflow: 0
  grt_pass1_vias: 873
  grt_usage: 0.0700
  grt_first_pass_wirelength_um: 4310
  grt_max_degree: 5
final_timing:
  rsz0062_at_grt: "no"
  tightest_slew_ns: 0.288
  finalCritPeriodShare: 0.953
  period_needed_ns: 3.05
  max_slew_margin: 0.807
  setup_viol: 0
  timing.fmax_mhz: 328
  hold_violations: 0
  setup_slack_ns: 0.149
  slew_violations: 0
placed_design:
  dpl.hpwl_um: 2430
  port_buffers: 46
  dp_slack_ns: -0.295
  gp_congestion: 0.935
synth:
  synth_area_sq_um: 717
  synth_top_area_share: 0.244
  ys_chip_area_sq_um: 717
  ys_cells: 87
  ys_types: 18
  yosys_warnings: 0
  ys_seq_share: 0
  postSynthAreaPerCell_sq_um: 8.24
  top_area_cell: "xnor2_1"
  top_cells_by_area: "xnor2_1, ha_1, xor2_1"
  netlist_instances: 87
pwr:
  sw_frac_of_total: 0.397
  power_per_cell_area_nw_per_um2: 119
  ir_drop_mv: 0.0326
  p_int_uw: 94.0
  total_power_uw: 156
  power_switching_uw: 61.8
  seq_power_share: 0
  clkPwrFrac: 0
  p_leak_nw: 0.500
  combinationalPowerShare: 1.000
outcome:
  status: "completed"
finish:
  fillCellCount: 454
  layout-drive-gt1-share: 0.115
  final-seq-area_sq_um: 0
  seq_cells: 0
  area_growth_syn_to_layout_pct: 82.0
  clkbuf_count: 0
worst_setup_path:
  required_ns: 2.56
  worst_setup_path_start_kind: "input pin"
  critPathKind: "input pin to output port"
  cp_max_fo: 3
  arrival_ns: 2.41
  cp-end-kind: "output port"
worst_hold_path:
  hold_path_class: "input pin to output port"
  worstHoldStart: "rsD[0]"
  min_to: "flushD"
  min_path_cells: 5
floorplan:
  die-area_sq_um: 7570
  initCoreUtil: 0.165
  pin_count: 56
  num_rows: 24
  die_w_um: 87
  die_h_um: 87
  core-area_sq_um: 4350
job:
  warnings: 42
  drv_cap: 0
clocking:
  holdBufCountCts: 0
timing repair:
action                                  in CTS  in global routing
cloned                                       0                  0
endpoints found under the setup margin       3                  3
setup buffers                                0                  0
gates resized                                7                  4
hold endpoints to repair                     0                  0
pin swaps                                    4                  1
layout by cell type (no fill, tap or decap), types with 3 or more instances in the layout:
cell type / count
nand3b_1: 4
inv_1: 8
o21ai_0: 3
nor4_2: 4
o21ai_1: 3
o211ai_1: 4
ha_1: 12
dlygate4sd2_1: 4
xor2_1: 10
clkdlybuf4s50_1: 42
buf_4: 8
xnor2_1: 20
cell type report:
class | count | area [sq um] | area share
Inverter | 8 | 30.0 | 0.0230
Multi-Input combinational cell | 77 | 694 | 0.532
Tap cell | 52 | 65.1 | 0.0499
Timing Repair Buffer | 54 | 515 | 0.395
power by group through the flow:
stage	clock network [mW]	logic, mW	registers [mW]
final	0	0.156	0
after global routing	0	0.173	0
after CTS	0	0.155	0
per-layer routing:
layer / global-route usage / up-vias / share of wire
met5: 0 / - / 0
met1: 0.0876 / 332 / 0.44
met3: 0.0236 / 0 / 0.10
met4: 0.00147 / 0 / 0
li1: - / 417 / -
met2: 0.119 / 28 / 0.45
worst max-delay path, cell delays in order:
cell and delay [ns]:
clkdlybuf4s50_1 0.46, ha_1 0.23, nor3b_1 0.21, o211ai_1 0.14, nor4_2 0.18, a211oi_1 0.08
o22ai_1 0.23, dlygate4sd2_1 0.24
how the worst max path moves through the flow:
stage / from / end / slack [ns] / depth (start not counted)
after CTS: T_new_W[1] / flushD / 0.13 / 9
after global routing: T_use_rs[1] / stallF / 0.001 / 8
final: T_use_rs[1] / stallF / 0.15 / 8
cell families (layout without fill, tap and decap cells):
kind of cell,after synthesis,count (layout),synth area share
compound gates,15,15,0.134
xor+xnor,30,30,0.366
fa+ha+maj,12,12,0.209
buf+inv,10,62,0.0628
simple gates,20,20,0.227
synthesized netlist by cell type:
master and instances:
xor2_1 10, nor4_2 2, ha_1 12, o22ai_1 1, nor4_1 2, xnor2_1 20
buf_4 2, o211ai_1 4, or4_1 2, nand4_1 2, nor4b_2 2, a211oi_1 2
nor2_1 2, nor3b_1 4, a21boi_0 2, nand3b_1 4, o21ai_0 6, inv_1 8
metrics by stage:
step                TNS [ns]  cell area, sq um  hold WS [ns]  utilization  instances
floorplan                  0               717          1.44            -         87
global placement      -0.835              1290          2.56        0.296        191
detailed placement    -0.881              1290          2.57        0.296        191
CTS                        0              1290          2.39        0.297        191
global route               0              1310          2.44        0.300        191
finish                     0              1310          2.38        0.300        191
No activity file was given, so power comes from the tool's default toggle rates.
